### ./design.v
module project_assignment_4 (
    input wire [31:0] inputA, inputB,
    input wire [1:0] opcode,
    input wire clk,
    output reg [31:0] result
);
    always @(*) begin
        case (opcode)
            2'b00: result = inputA + inputB;        
            2'b01: result = inputA - inputB;        
            2'b10: result = inputA << inputB;       
            2'b11: result = inputA >> inputB;       
            default: result = 32'b0;
        endcase
    end
endmodule
### ./run.sh
#!/bin/bash
# OpenROAD 26Q1-2900-gdf79404cd8, Yosys 0.63+post, stock flow scripts
make -C /OpenROAD-flow-scripts/flow DESIGN_CONFIG=/design/flow/config.mk WORK_HOME=/design/flow/orfs finish
### ./config.mk
export PLATFORM = sky130hd
export DESIGN_NAME = project_assignment_4
export DESIGN_NICKNAME = project_assignment_4
export VERILOG_FILES = /design/flow/design.v
export SDC_FILE = /design/flow/constraint.sdc
export NUM_CORES = 4
export LEC_CHECK = 1
export CORE_UTILIZATION = 50
### ./constraint.sdc
current_design project_assignment_4

set clk_period 21.3
set clk_io_pct 0.2

create_clock -name clk0 -period $clk_period

set non_clock_inputs [all_inputs -no_clocks]
set_input_delay [expr $clk_period * $clk_io_pct] -clock clk0 $non_clock_inputs
set_output_delay [expr $clk_period * $clk_io_pct] -clock clk0 [all_outputs]
==> summary.txt <==
Status of the implementation.

- The run finished with clean final reports.
- The core box area is 0.0109 mm2, for reference.
- The script logs the ratio of routed vias to standard cells as 6.76.
- The y dimension of the die is 108 um, for reference.
- The final hold violation count is 0, for reference.
- Among cell families on the critical path, the largest total delay comes from buffers and inverters.
- Based on the critical path, the design can be clocked at up to 0.0712 GHz.
- In the post-synthesis netlist, the biggest area contributors are mux2i_1 (12%), o21ai_0 (8.3%), ha_1 (7.1%), a21oi_1 (6.6%), mux4_2 (6.4%).
- The number of instances resized during post-cts repair is 0, for reference.
- The core utilization before placement is 0.517, for reference.
- Checking hold timing, the worst path is listed with class in -> out.
- The total overflow left after global routing is 0.
- According to the floorplan report, the die width is 108 um.
- The placement stage leaves a total instance area of 0.00663 mm2.
- The critical path starts at inputB[1].
- STA classifies the critical path startpoint as an input port.
- The sequential cell area in the final layout is 0 um2, for reference.
- The floorplan report gives the top-level pin count as 99.
- The critical hold path startpoint is inputA[0], for reference.
- The script logs the mean routed wire length per placed instance as 21.8 um.
- The largest individual stage delay along the critical path comes from the cell buf_4.
- Entering global routing, the biggest net connects 61 pins.
- The total buffers and inverters traversed by the critical path is 5, for reference.
- Setup repair after global routing left no endpoint under its margin.
- The total setup buffers inserted after CTS is 0, for reference.
- The share of the Yosys chip area taken by registers is 0.
- Counting buffers and inverters, the worst setup path is 20 cells deep.
- The number of buffers inserted by hold repair at cts is 0, for reference.
- The number of buffers inserted by port buffering is 98, for reference.
- The cell sequence reported for the critical path is clkdlybuf4s50_1 > buf_4 > inv_2 > buf_4 > ha_1 > and3_1 > nand2_1 > nor2_1 > a21oi_1 > xnor2_1 > ha_1 > nand2_1 > nor2_1 > nand3_1 > or4b_1 > a211oi_2 > a31oi_1 > xnor2_1 > o221ai_1 > clkdlybuf4s50_1.
- After synthesis, the largest family of logic cells by area is AND-OR/OR-AND gates.
- The number of synthesis warnings is 1, for reference.
- The final number of setup-violating endpoints is 0, for reference.
- The iteration tally of the first detailed-router pass is 5, for reference.
- In the hold timing report, the worst path depth is 4.
- After synthesis, the share of cell area in mux cells is 0.196.
- The routed design ends up with an antenna cell count of 0.
- The number of maximum-capacitance violations is 0, for reference.
- The total number of placement rows is 38, for reference.
- The largest area contributor in the netlist is mux2i_1, for reference.
- In this run the full chip footprint comes out at 0.0117 mm2.
- The final max-slew violation count recorded for this run is 0.
- In this run the VDD rail shows a maximum IR drop of 0.0227 mV.
- The and-or/or-and share of the synthesized area is 0.341, for reference.
- Per the layout report, the design carries 0 clock buffers.
- The required time at the worst-slack endpoint is 17.04 ns, for reference.
- The number of design rule violations left after detail routing is 0, for reference.
- The post-synthesis share of cell area spent on xor and xnor gates is 0.0851, for reference.
- Summed over all failing endpoints, the final setup total negative slack is 0 ns.
- For this block, the initial DRC count from the detailed router was 709.
- The arrival time of data at the critical path endpoint is 9.78 ns, for reference.
- Before any placement, the netlist area is recorded as 0.00566 mm2.
- The critical-path maximum fanout is 60, for reference.
- For the finished layout, the period the worst path requires is 14.04 ns.
- Averaged over all synthesized cells, the footprint is 6.68 um2.
- The worst setup path is captured at an output port.
- There are 0 flip-flops and latches.
- The critical path in this run is classified as in -> out.
- The total power divided by cell area is 32.6 mW/mm2, for reference.
- The delay of the slowest critical-path stage is 0.62 ns, for reference.
- The cell area after layout is 0.00663 mm2, for reference.
- The routed layout has 7002 vias.
- The first global-routing pass estimated 35.2 mm of wire.
- Counting every instance in the synthesized netlist gives 847.
- The transition time at the pin with the least slew margin is 0.873 ns, for reference.
- The initial antenna violation count was 0.
- In the layout the commonest cells are nor2_1 (96), clkdlybuf4s50_1 (96), o21ai_0 (94).
- The number of library cell types mapped by synthesis is 77, for reference.
- The script extracted a total leakage power of 2.58 nW.
- The layout summary lists the proportion of cells stronger than drive strength 1 as 0.0670.
- Summed over all routing layers, the global router reports a total usage of 0.401.
- The count of nets left with antenna violations once routing finished came out at 0.
- For this run the detailed placement stage logged an HPWL of 17.5 mm.
- Per the synthesis report, the adder-cell share of the synthesized area is 0.0743.
- The area recorded from the Yosys report for this design is 0.00566 mm2.
- The cell-mix breakdown from Yosys lists the simple-gate area share as 0.243.
- The warning total across the stage logs is 34, for reference.
- The area fraction of the largest cell type after synthesis is 0.119.
- The cell count in the Yosys report is 847, for reference.
- The aggregate routed wire length is 22.6 mm, for reference.
- The final worst-path cycle share is 0.659, for reference.
- The via count of the first global-routing pass is 6490, for reference.
- The synthesis-to-finish area growth is 17.1%, for reference.
- Per the slew report, the remaining headroom to the max-slew limit stands at 0.412.
- At the end of routability-driven placement, the weighted congestion stood at 1.01.
cells in the mapped netlist, drive strengths merged, types with 3 or more instances:
library cell,count
a21o,11
a211oi,10
a21oi,75
mux2i,67
and2,3
nand4,3
nand2b,28
xnor2,31
nor4,7
nor2b,9
and3,8
nor3,23
xor2,24
nand3,14
o211ai,13
o221ai,6
o22ai,17
o21a,6
nand2,69
mux4,16
o31ai,8
inv,18
ha,32
or2,5
a22oi,13
a31oi,12
o211a,4
buf,21
o41ai,3
or4,4
nor3b,5
a211o,3
mux2,7
a2111oi,3
clkbuf,41
nor2,98
o21ai,103
stage by stage:
step	utilization	cells	setup WS, ns	hold WS [ns]	power [mW]
2_1_floorplan	-	847	9.18	8.62	0.131
3_3_place_gp	0.606	1036	7.48	9.61	0.207
3_5_place_dp	0.606	1036	7.34	9.62	0.209
4_1_cts	0.606	1036	7.33	9.62	0.210
5_1_grt	0.606	1036	6.80	9.66	0.235
6_report	0.606	1036	7.26	9.62	0.216
report_power, final:
group	internal (mW)	switching (mW)
registers	0	0
logic	0.0972	0.119
clock network	0	0
total	0.0972	0.119
layer usage:
metal | up-vias | wire length (um) | global-route usage
met5 | - | 0 | 0
met3 | 47 | 2990 | 0.118
met2 | 432 | 9700 | 0.595
li1 | 3286 | - | -
met1 | 3237 | 9310 | 0.581
met4 | 0 | 555 | 0.0811
layout make-up:
type                            instances  area (um2)
Timing Repair Buffer                  111        1070
Inverter                               18        67.6
Multi-Input combinational cell        767        5320
Tap cell                              140         175
Fill cell                            1057        4310
tightest hold or removal path: cells and delay by family:
kind / cells / cell delay (ns)
and+or+nand+nor: 1 / 0.11
AOI/OAI and AO/OA: 1 / 0.08
buffers and inverters: 2 / 0.90
cells by family (layout without fill, tap and decap cells):
kind of cell / after synthesis / after routing
compound gates: 308 / 308
xor+xnor: 55 / 55
fa+ha+maj: 33 / 33
mux: 90 / 90
simple gates: 281 / 281
buf+inv: 80 / 129
path summary, 6_finish.rpt:
| check | to | slack (ns) |
|---|---|---|
| min | result[0] | 9.62 |
| max | result[31] | 7.26 |
Power is estimated from default activity; no workload was simulated.
