==> ./design.v <==
module project_assignment_2 (
    input [7:0] A, 
    input [7:0] B, 
    input [2:0] opcode, 
    output reg [7:0] out,
    input clk
);
    always @(*) begin
        case(opcode)
            3'b000: out = A + B;     
            3'b001: out = A - B;     
            3'b010: out = A & B;      
            3'b011: out = A | B;       
            3'b100: out = A ^ B;       
            3'b101: out = ~A;            
            default: out = 8'b0; 
        endcase
    end
endmodule
==> ./run.sh <==
#!/bin/bash
# OpenROAD 26Q1-2900-gdf79404cd8, Yosys 0.63+post, stock flow scripts
make -C /OpenROAD-flow-scripts/flow DESIGN_CONFIG=/design/flow/config.mk WORK_HOME=/design/flow/orfs finish
==> ./config.mk <==
export PLATFORM = sky130hd
export DESIGN_NAME = project_assignment_2
export DESIGN_NICKNAME = project_assignment_2
export VERILOG_FILES = /design/flow/design.v
export SDC_FILE = /design/flow/constraint.sdc
export NUM_CORES = 4
export LEC_CHECK = 1
export CORE_AREA = 10 10 79 79
export DIE_AREA = 0 0 89 89
==> ./constraint.sdc <==
current_design project_assignment_2

set clk_period 7.1
set clk_io_pct 0.2

create_clock -name clk0 -period $clk_period

set non_clock_inputs [all_inputs -no_clocks]
set_input_delay [expr $clk_period * $clk_io_pct] -clock clk0 $non_clock_inputs
set_output_delay [expr $clk_period * $clk_io_pct] -clock clk0 [all_outputs]
==> results.sh <==
# physical design summary
export IMPL_drc=0
export IMPL_fin_util_pct=28.2
export IMPL_min_period_over_period_pct=84.7
export IMPL_common_cells="24 x ha_1, 20 x inv_1, 10 x nand2_1, 10 x o21ai_0, 9 x nor2_1"
export IMPL_die_x_um=89
export IMPL_status="completed"
export IMPL_yosys_cells=142
export IMPL_design_area_mm2=0.00132
export IMPL_finalSetupViolCount=0
export IMPL_hold_slack_ns=4.01
export IMPL_wl_per_cell_um=11.6
export IMPL_rsz0062_at_grt="false"
export IMPL_worst_setup_path_start_kind="primary input"
export IMPL_synth_top_area_share_pct=30.3
export IMPL_ctsResizeCount=0
export IMPL_swShare_pct=46.7
export IMPL_p_clk_share_pct=0
export IMPL_hold_buffers=0
export IMPL_dieHeight_um=89
export IMPL_flops=0
export IMPL_core_area_mm2=0.00466
export IMPL_final_hold_viol_count=0
export IMPL_overflow=0
export IMPL_routabilityCongestion=0.857
export IMPL_required_ns=5.68
export IMPL_drive_gt1_share_pct=2.42
export IMPL_cp_slowest_cell="clkdlybuf4s50_1"
export IMPL_core_util_floorplan_pct=21.3
export IMPL_report_final_slew_viol_count=0
export IMPL_peakVddDrop_mv=0.0271
export IMPL_first_pass_iters=4
export IMPL_cap_viol_max_count=0
export IMPL_wl_mm=2.54
export IMPL_critPathKind="in -> out"
export IMPL_vias_per_cell=4.62
export IMPL_slowest_delay_ns=0.68
export IMPL_fmax_ghz=0.166
export IMPL_synth_cell_types=37
export IMPL_hold_path_class="in -> out"
export IMPL_clock_buffers=0
export IMPL_seqPwrFrac_pct=0
export IMPL_p_int_mw=0.0508
export IMPL_postRouteAntennaNets=0
export IMPL_drtIter0Drc=50
export IMPL_num_rows=25
export IMPL_worstPathArrival_ns=4.59
export IMPL_regArea_um2=0
export IMPL_p_comb_share_pct=100.0
export IMPL_slew_headroom_pct=63.9
export IMPL_ioPinCount=28
export IMPL_syn_area_per_cell_um2=6.98
export IMPL_switchingPower_mw=0.0445
export IMPL_p_leak_nw=0.599
export IMPL_place_inst=219
export IMPL_path_common_cell="clkdlybuf4s50_1"
export IMPL_synth_warning_count=1
export IMPL_largest_area_cell="ha_1"
export IMPL_synth_most_common_cell="ha_1"
export IMPL_tool_warnings=42
export IMPL_port_buffers=27
export IMPL_p_per_area_mw_per_mm2=72.5
export IMPL_cp_end_kind="output port"
export IMPL_path_max_fanout=15
export IMPL_cp_num_buf_inv=2
export IMPL_grt_max_degree=31
export IMPL_grt_pass1_vias=988
export IMPL_dpl_cell_area_mm2=0.00132
export IMPL_ys_area_um2=991
export IMPL_antenna_found_initial=0
export IMPL_vias=1011
export IMPL_tightest_slew_ns=0.540
export IMPL_grt_util_all_layers_pct=6.69
export IMPL_path_delay_family="buffers and inverters"
export IMPL_dp_hpwl_mm=2.21
export IMPL_ys_seq_share_pct=0
export IMPL_post_cts_buffers=0
export IMPL_die_area_mm2=0.00792
export IMPL_crit_chain="clkdlybuf4s50_1, nor3b_4, mux2_2, fa_1, nor2b_1, o21ai_1, a21boi_1, o31ai_1, o21a_1, clkdlybuf4s50_1"
export IMPL_grt_first_pass_wirelength_mm=4.42
export IMPL_min_period_ns=6.01
export IMPL_instances_no_fill=219
export IMPL_netlist_instances=142
export IMPL_synth_area_top_cells="ha_1 30%, inv_1 7.6%, xnor2_1 7.1%"
export IMPL_area_growth_pct=32.7
export IMPL_synth_area_um2=991
export IMPL_diodes=0
export IMPL_setup_tns_ns=0
-- power groups by stage --
stage / logic [mW] / clock network [mW] / registers (mW)
CTS: 0.0971 / 0 / 0
global route: 0.110 / 0 / 0
finish: 0.0953 / 0 / 0
-- metrics by stage --
| step | power, mW | setup slack, ns |
|---|---|---|
| final | 0.0953 | 1.09 |
| after global routing | 0.110 | 0.831 |
| after CTS | 0.0971 | 1.04 |
| after detailed placement | 0.0964 | 1.06 |
| after global placement | 0.0959 | 1.06 |
| after floorplan | 0.0570 | 2.53 |
-- kinds of logic (layout without fill, tap and decap cells) --
group / count (synthesis) / after routing / synth area share (%)
compound gates: 43 / 43 / 27.0
xor+xnor: 10 / 10 / 8.84
fa+ha+maj: 25 / 25 / 32.3
buf+inv: 26 / 49 / 10.1
mux: 3 / 3 / 3.16
simple gates: 35 / 35 / 18.6
-- per-layer routing --
metal	GRT usage, %	vias to the layer above	share of wire [%]
met1	9.24	448	48
met3	1.10	0	5.0
li1	-	548	-
met4	0	0	0
met2	11.4	15	47
met5	0	-	0
-- worst paths after layout --
path	slack, ns	depth (start not counted)	endpoint	from
max	1.09	10	out[4]	opcode[2]
min	4.01	5	out[1]	A[1]
-- final cells by class --
class              instances  area, µm²
repair buffers            28        278
fillers                  508       3350
well taps                 54       67.6
multi-input cells        116        891
inverters                 21       78.8
-- cell usage in the layout, fill, tap and decap left out, types with 2 or more instances in the layout --
cell type        instances
inv_1                   20
o221ai_1                 2
a21oi_1                  7
or3_1                    2
o21ai_1                  2
nor2b_1                  3
mux2i_1                  2
a31oi_1                  6
xnor2_1                  8
nor2_1                   9
a21o_1                   2
nand2_1                 10
nor3_1                   3
clkdlybuf4s50_1         27
nand2b_1                 2
ha_1                    24
o22ai_1                  6
o21ai_0                 10
xor2_1                   2
Power and IR drop assume default switching activity.
