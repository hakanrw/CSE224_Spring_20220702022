==> design/flow/design.v <==
module ClockDivider1Hz(
    input clk,
    input rst,
    output reg clk_1hz
);
reg [26:0] counter;
parameter MAX_COUNT = 100_000_000 - 1;
always @(posedge clk or posedge rst) begin
    if (rst) begin
        counter <= 0;
        clk_1hz <= 0;
    end else begin
        if (counter == MAX_COUNT) begin
            counter <= 0;
            clk_1hz <= ~clk_1hz;
        end else begin
            counter <= counter + 1;
        end
    end
end
endmodule
module SevenSegmentDisplay(
    input [3:0] binary_in,
    output reg [6:0] seg  
);
always @(*) begin
    case (binary_in)
        4'd0: seg = 7'b1000000;
        4'd1: seg = 7'b1111001;
        4'd2: seg = 7'b0100100;
        4'd3: seg = 7'b0110000;
        4'd4: seg = 7'b0011001;
        4'd5: seg = 7'b0010010;
        default: seg = 7'b1111111;  
    endcase
end
endmodule
module ZeroToFiveCounter(
    input clk,
    input rst,
    output reg [3:0] count
);
always @(posedge clk or posedge rst) begin
    if (rst)
        count <= 0;
    else if (count == 4)
        count <= 0;
    else
        count <= count + 1;
end
endmodule
module project_assignment_3 (
    input clk,
    input btn,
    output [6:0] seg,
    output [7:0] an
);
wire clk_1hz;
wire [3:0] count;
assign an = 8'b11111110;  
ClockDivider1Hz div (
    .clk(clk),
    .rst(btn),        
    .clk_1hz(clk_1hz)
);
ZeroToFiveCounter counter (
    .clk(clk_1hz),
    .rst(btn),
    .count(count)
);
SevenSegmentDisplay display (
    .binary_in(count),
    .seg(seg)
);
endmodule
==> design/flow/run.sh <==
#!/bin/bash
# OpenROAD 26Q1-2900-gdf79404cd8, Yosys 0.63+post, stock flow scripts
make -C /OpenROAD-flow-scripts/flow DESIGN_CONFIG=/design/flow/config.mk WORK_HOME=/design/flow/orfs finish
==> design/flow/config.mk <==
export PLATFORM = sky130hd
export DESIGN_NAME = project_assignment_3
export DESIGN_NICKNAME = project_assignment_3
export VERILOG_FILES = /design/flow/design.v
export SDC_FILE = /design/flow/constraint.sdc
export NUM_CORES = 4
export LEC_CHECK = 1
export CORE_UTILIZATION = 30
==> design/flow/constraint.sdc <==
current_design project_assignment_3

set clk_period 4.0
set clk_io_pct 0.2

create_clock -name clk0 -period $clk_period [get_ports {clk}]

set non_clock_inputs [all_inputs -no_clocks]
set_input_delay [expr $clk_period * $clk_io_pct] -clock clk0 $non_clock_inputs
set_output_delay [expr $clk_period * $clk_io_pct] -clock clk0 [all_outputs]
==> summary.txt <==
Flow results.

- The area inside the core boundary is 0.00596 mm2.
- The number of buffer cells added on primary ports is 8.
- As reported, the later end of the worst-skew pair has a clock insertion delay of 0.27 ns.
- The number of core rows is 28.
- After detailed routing, the number of remaining DRC violations is 0.
- The placer congestion estimate is 0.822.
- The highest supply drop recorded on VDD is 0.000193 V.
- The class of the tightest hold or removal check is flop to flop.
- By instance count after routing, the leading logic cell types are sky130_fd_sc_hd__dfrtp_1 (32), sky130_fd_sc_hd__nand2_1 (18), sky130_fd_sc_hd__nand3_1 (14).
- After the flow finishes, the layout carries non-filler instances totaling roughly 280.
- The slew at the pin with the worst max-slew slack is 0.905 ns.
- Before CTS, the worst setup slack after placement is 1.78 ns.
- The worst setup path is launched from a flop.
- From synthesis to final layout, the design area changed by 9.63%.
- The report lists the number of cells resized after CTS as 0.
- The initial antenna violation count was 0.
- The relative max-transition margin is 0.391.
- The quantity of hold-fixing buffers added after cts is 0.
- STA classifies the critical path endpoint as a flop.
- The number of pins exceeding their max-slew limit in the final report is 0.
- The total count of hold-check failures in the final report is 0.
- Buffers inserted during clock tree synthesis total 3.
- The worst setup slack after layout is between 1.5 and 2 ns.
- The routed layout has 1,390 vias.
- The count of placed standard cells including taps is 279.
- The final global-route overflow total is 0.
- The chip area line in the Yosys stat output reads 0.00186 mm2.
- Per the final layout report, the fraction of cells sized above drive strength 1 comes to 0.0433.
- Post-synth the commonest register cell is sky130_fd_sc_hd__dfrtp_1.
- The detailed-placement wirelength estimate is between 2000 and 2500 um.
- The post-route clock skew is about 0.0034 ns.
- The run finished with clean final reports.
- The fraction of registers with async set/reset is 1.00.
- The post-CTS clock slew at the launch and capture registers of the worst setup and hold paths is about 0.1 ns.
- The setup TNS is 0 ns.
- The register-to-register setup slack is 1.76 ns.
- The mean cell area of the mapped netlist is around 9 um2.
- For the worst setup path, the data required time is 4.22 ns.
- The count of tool warnings is 28.
- The starting utilization of the core area is 0.312.
- The post-route fraction of the period consumed by the critical path is 0.560.
- The hold-critical path endpoint is div.counter[0].
- The number of routed nets with antenna violations is 0.
- The area used by sequential logic in the layout is 801 um2.
- The end of the worst register-to-register path is div.counter[18].
- The yosys synthesis warning count is 3.
- The number of cell instances after yosys synthesis is 204.
- After synthesis the cells add up to around 0.0019 mm2.
- The hold path startpoint is div.counter[0].
- The critical path maximum fanout is 13.
- Setup repair after global routing left no endpoint under its margin.
- After technology mapping, the gate count stands at 204.
- The combinational cell area excluding buffers and inverters is about 940 um2.
- The die height is 80.7 um.
- According to the timing report, the arrival time at the worst endpoint equals approximately 2.5 ns.
- The global-route wire length before repair is 5710 um.
- The via density per instance is 4.91.
- Counting flops and latches in the post-synthesis netlist gives 32.
- The maximum frequency from static timing analysis is 447 MHz.
- No sink is reached through more buffers than the 2 on the longest clock path.
- In this run, synthesis inferred 0 flip-flops with an integrated enable.
- The max-capacitance violation count is 0.
- The number of antenna diodes is 0.
- Fill cells in the final layout number approximately 600.
- The total routed wirelength is 3320 um.
- The routed wirelength normalized by instance count is 11.7 um.
- The most frequent logic cell in the layout is sky130_fd_sc_hd__dfrtp_1.
- The script computed a power per unit cell area of 251 mW/mm2.
- The largest individual stage delay along the critical path comes from the cell sky130_fd_sc_hd__or4b_2.
- The smallest clock period supported by the final layout is computed as 2.24 ns.
- The TritonCTS clock tree is done.
- Traced cell by cell, the critical path runs through ha_1 > and3_1 > nand4_1 > or4b_2 > nand3_1.
- The worst hold path depth is 1.
- The proportion of synthesized chip area in sequential cells is 0.431.
- The total number of H-tree levels is 1.
- The leakage power summed over all cells is 0.880 nW.
- The timing report gives the biggest stage delay along the critical path as 0.75 ns.
- The number of ports placed on the die boundary is 17.
- Looking at the post-CTS report, the setup buffer insertion count equals 0.
- The number of global-route vias before repair came to 1,251.
- The number of register pins that no clock reaches is 4.
- Per the CTS log, the root buffer master is sky130_fd_sc_hd__clkbuf_8.
- The number of distinct standard cells referenced by the synthesized netlist is 37.
- The reg-to-reg critical path startpoint is div.counter[0].
- The number of DRC markers in iteration 0 is between 80 and 90.
- The die span in x is 80.7 um.
- The final count of negative-setup-slack endpoints is 0.
- The length of the first detailed-routing pass in iterations is 4.
- The aggregate global-route resource usage is 0.112.
- The largest net degree at the start of global routing is 33.
- The cell depth of the worst flop-to-flop path is 5.
- Per the OpenROAD floorplan log, the area of the die is 0.00651 mm2.
- The count of endpoints without a timing constraint is 11.
- The worst setup path is of the flop to flop kind.
[cell type report]
cell class | instances | area share
clock buffers | 3 | 0.0203
clock inverters | 1 | 0.0147
inverters | 11 | 0.0203
multi-input cells | 152 | 0.463
flip-flops and latches | 32 | 0.393
well taps | 75 | 0.0461
repair buffers | 9 | 0.0430
[state kept, by name, summed over array words and instances (netlist names)]
register       flops
div.clk_1hz        1
div.counter       27
counter.count      4
[kinds of logic (layout without fill, tap and decap cells)]
| logic type | after synthesis | after routing | synth area share |
|---|---|---|---|
| fa+ha+maj | 5 | 5 | 0.0337 |
| other cells | 2 | 8 | 0.00404 |
| flops | 32 | 32 | 0.431 |
| buf+inv | 26 | 24 | 0.0741 |
| compound gates | 28 | 28 | 0.0976 |
| xor+xnor | 15 | 15 | 0.0707 |
| simple gates | 96 | 96 | 0.289 |
[stage by stage]
stage	cell area, um2	util	hold slack, ns	power [mW]
final	2040	0.342	0.512	0.512
after global routing	2040	0.342	0.539	0.534
after CTS	2040	0.342	0.514	0.524
after detailed placement	1970	0.330	0.499	0.297
after global placement	1970	0.330	0.483	0.297
after floorplan	1880	-	0.467	0.299
[power by group]
group          internal (mW)  switching [mW]
registers              0.283               0
clock network          0.134          0.0877
logic                0.00156         0.00624
[Yosys cell counts, types with 2 or more instances]
cell type	number	share of area
sky130_fd_sc_hd__a21oi_1	4	0.011
sky130_fd_sc_hd__and3_1	3	0.010
sky130_fd_sc_hd__and4_1	4	0.019
sky130_fd_sc_hd__buf_2	2	0.0054
sky130_fd_sc_hd__buf_4	10	0.040
sky130_fd_sc_hd__clkbuf_1	3	0.0061
sky130_fd_sc_hd__conb_1	2	0.0040
sky130_fd_sc_hd__dfrtp_1	32	0.43
sky130_fd_sc_hd__ha_1	5	0.034
sky130_fd_sc_hd__inv_1	11	0.022
sky130_fd_sc_hd__nand2_1	18	0.036
sky130_fd_sc_hd__nand2b_1	2	0.0067
sky130_fd_sc_hd__nand3_1	14	0.038
sky130_fd_sc_hd__nand4_1	13	0.044
sky130_fd_sc_hd__nor2_1	11	0.022
sky130_fd_sc_hd__nor2b_1	3	0.010
sky130_fd_sc_hd__nor3_1	11	0.030
sky130_fd_sc_hd__nor4_1	3	0.010
sky130_fd_sc_hd__o211ai_1	6	0.024
sky130_fd_sc_hd__o21ai_0	9	0.024
sky130_fd_sc_hd__o21bai_1	2	0.0081
sky130_fd_sc_hd__or3_1	5	0.017
sky130_fd_sc_hd__or4_1	4	0.016
sky130_fd_sc_hd__xnor2_1	7	0.033
sky130_fd_sc_hd__xor2_1	8	0.038
[how the worst max path moves through the flow]
| stage | end | startpoint | slack, ns | cells past startpoint |
|---|---|---|---|---|
| after CTS | div.counter[18] | div.counter[0] | 1.75 | 5 |
| after global routing | div.counter[18] | div.counter[0] | 1.62 | 5 |
| final | div.counter[18] | div.counter[0] | 1.76 | 5 |
[worst max-delay path, delay by kind of cell, from the launching register on]
family,cells,cell delay [ns]
flops,1,0.41
simple gates,4,1.57
fa+ha+maj,1,0.20
[layer usage]
layer / share of wire / up-vias / GRT usage
met5: 0 / - / 0
met4: 0.0042 / 0 / 0.00714
met3: 0.020 / 2 / 0.0115
li1: - / 731 / -
met1: 0.55 / 639 / 0.170
met2: 0.43 / 18 / 0.183
Power is estimated from default activity; no workload was simulated.
